[./constraint.sdc]
current_design AGU

set clk_period 3.4
set clk_io_pct 0.2

create_clock -name clk0 -period $clk_period [get_ports {CLK}]

set non_clock_inputs [all_inputs -no_clocks]
set_input_delay [expr $clk_period * $clk_io_pct] -clock clk0 $non_clock_inputs
set_output_delay [expr $clk_period * $clk_io_pct] -clock clk0 [all_outputs]
[./design.v]
module AGU (input logic CLK,
				input logic RESET,
				input logic start,
				input logic [7:0]keycode,
				input logic [11:0] sample,
				output logic m1,
				output logic w1,
				output logic w2,
				output logic [11:0] ADDR1,
				output logic [11:0] ADDR2,
				output logic [10:0] ADDR_T,
				output logic read_mem,
				output logic fft_done);	
				logic [11:0] counter, counter2, a1, a2;
				logic wa,wb,w,c,c1;
				enum logic [4:0] {l0,l1,l2,l3,s0,s1,s2,s3,s4,s5,s6,s7,s8,s9,s10,s11,play} state, next_state;
				enum logic [2:0] {read, read2, compute, write1, write2, hold} lil_state, lil_next_state;
				times_2 A0 (counter, a1);
				always_ff @ (posedge CLK) begin
						lil_state <= read;
						if ( c == 1'b1 )
							lil_state <= lil_next_state;
						else 
							lil_state <= read;
						if (start == 1'b1)
							counter <= 11'b0;
						else
							counter <= counter + c1;						
						if (RESET == 1'b1)
							state <= play;
						else
							state <= next_state;
				end
				always_comb begin
					w1 = wa & w;
					w2 = wb & w;
					a2 = a1 + 1'b1;
					unique case (lil_state)
						read : lil_next_state = read2;
						read2 : lil_next_state = compute;
						compute : lil_next_state = write1;
						write1 : lil_next_state = write2;
						write2 : lil_next_state = hold;
						hold: lil_next_state = read;
					endcase
					unique case (state)
						l0 : next_state = l1;
						l1 : next_state = l2;
						l2 : next_state = l3;
						l3 : next_state = s0;
						s0 : begin 
							  if (counter == 12'h800)
								next_state = s1;
							  else
								next_state = s0;
					   end
						s1 : begin 
							  if (counter == 12'h800)
								next_state = s2;
							  else
								next_state = s1;
					   end
						s2 : begin 
							  if (counter == 12'h800)
								next_state = s3;
							  else
								next_state = s2;
					   end
						s3 : begin 
							  if (counter == 12'h800)
								next_state = s4;
							  else
								next_state = s3;
					   end
						s4 : begin 
							  if (counter == 12'h800)
								next_state = s5;
							  else
								next_state = s4;
					   end
						s5 : begin 
							  if (counter == 12'h800)
								next_state = s6;
							  else
								next_state = s5;
					   end
						s6 : begin 
							  if (counter == 12'h800)
								next_state = s7;
							  else
								next_state = s6;
					   end
						s7 : begin 
							  if (counter == 12'h800)
								next_state = s8;
							  else
								next_state = s7;
					   end
						s8 : begin 
							  if (counter == 12'h800)
								next_state = s9;
							  else
								next_state = s8;
					   end
						s9 : begin 
							  if (counter == 12'h800)
								next_state = s10;
							  else
								next_state = s9;
					   end
						s10 : begin 
							  if (counter == 12'h800)
								next_state = s11;
							  else
								next_state = s10;
					   end
						s11 : begin 
							  if (counter == 11'h800)
								next_state = play;
							  else
								next_state = s11;
					   end
						play : begin
								if (start == 1'b1)
									next_state = l0;
								else
									next_state = play;
						end
						default : next_state = play;
				endcase 
			case (lil_state)
				read : begin
					w = 1'b0;
					c1 = 1'b0;
					m1 = 1'b0;
				end
				read2 : begin
					w = 1'b0;
					c1 = 1'b0;
					m1 = 1'b1;
				end
				compute : begin
					w = 1'b0;
					c1 = 1'b0;
					m1 = 1'b1;
				end
				write1 : begin
					w = 1'b1;
					c1 = 1'b0;
					m1 = 1'b0;
				end
				write2 : begin
					w = 1'b1;
					c1 = 1'b0;
					m1 = 1'b1;
				end
				hold : begin
					w = 1'b0;
					c1 = 1'b1;
					m1 = 1'b0;
				end
				default 	begin
					w = 1'b0;
					c1 = 1'b0;
					m1 = 1'b0;
				end
			endcase
			case (state)
				l0 : begin
					wa = 1'b1;
					wb = 1'b0;
					read_mem = 1'b0;
					fft_done = 1'b0;
					ADDR1 = 12'h02C;
					ADDR2 = 12'hFD4;
					c = 1'b0;
					ADDR_T = 1'b0;
				end
				l1 : begin
					wa = 1'b0;
					wb = 1'b0;
					read_mem = 1'b0;
					fft_done = 1'b0;
					ADDR1 = 12'b0;
					ADDR2 = 12'b0;
					c = 1'b0;
					ADDR_T = 1'b0;
				end
				l2 : begin
					wa = 1'b0;
					wb = 1'b0;
					read_mem = 1'b0;
					fft_done = 1'b0;
					ADDR1 = 12'b0;
					ADDR2 = 12'b0;
					c = 1'b0;
					ADDR_T = 1'b0;
				end
				l3 : begin
					wa = 1'b0;
					wb = 1'b0;
					read_mem = 1'b0;
					fft_done = 1'b0;
					ADDR1 = 12'b0;
					ADDR2 = 12'b0;
					c = 1'b0;
					ADDR_T = 1'b0;
				end
				s0 : begin
					wa = 1'b0;
					wb = 1'b1;
					read_mem = 1'b0;
					fft_done = 1'b0;
					ADDR1 = a1;
					ADDR2 = a2;
					c = 1'b1;
					ADDR_T = 10'b0000000000;
				end
				s1 : begin
					wa = 1'b0;
					wb = 1'b1;
					read_mem = 1'b1;
					fft_done = 1'b0;
					ADDR1 = ((a1<<1)|(a1>>10));
					ADDR2 = ((a2<<1)|(a2>>10));
					c = 1'b1;
					ADDR_T =  ( ( 32'hfffffc00 >> 1 ) & 10'b1111111111 )&counter;
				end
				s2 : begin
					wa = 1'b0;
					wb = 1'b1;
					read_mem = 1'b1;
					fft_done = 1'b0;
					ADDR1 = ((a1<<2)|(a1>>9));
					ADDR2 = ((a2<<2)|(a2>>9));
					c = 1'b1;
					ADDR_T =  ( ( 32'hfffffc00 >> 2 ) & 10'b1111111111 )&counter;
				end
				s3 : begin
					wa = 1'b0;
					wb = 1'b1;
					read_mem = 1'b1;
					fft_done = 1'b0;
					ADDR1 = ((a1<<3)|(a1>>8));
					ADDR2 = ((a2<<3)|(a2>>8));
					c = 1'b1;
					ADDR_T =  ( ( 32'hfffffc00 >> 3 ) & 10'b1111111111 ) & counter;
				end
				s4 : begin
					wa = 1'b0;
					wb = 1'b1;
					read_mem = 1'b1;
					fft_done = 1'b0;
					ADDR1 = ((a1<<4)|(a1>>7));
					ADDR2 = ((a2<<4)|(a2>>7));
					c = 1'b1;
					ADDR_T =  ( ( 32'hfffffc00 >> 4 ) & 10'b1111111111 )&counter;
				end
				s5 : begin
					wa = 1'b0;
					wb = 1'b1;
					read_mem = 1'b1;
					fft_done = 1'b0;
					ADDR1 = ((a1<<5)|(a1>>6));
					ADDR2 = ((a2<<5)|(a2>>6));
					c = 1'b1;
					ADDR_T =  ( ( 32'hfffffc00 >> 5 ) & 10'b1111111111 )&counter;
				end
				s6 : begin
					wa = 1'b0;
					wb = 1'b1;
					read_mem = 1'b1;
					fft_done = 1'b0;
					ADDR1 = ((a1<<6)|(a1>>5));
					ADDR2 = ((a2<<6)|(a2>>5));
					c = 1'b1;
					ADDR_T =  ( ( 32'hfffffc00 >> 6 ) & 10'b1111111111 )&counter;
				end
				s7 : begin
					wa = 1'b0;
					wb = 1'b1;
					read_mem = 1'b1;
					fft_done = 1'b0;
					ADDR1 = ((a1<<7)|(a1>>4));
					ADDR2 = ((a2<<7)|(a2>>4));
					c = 1'b1;
					ADDR_T =  ( ( 32'hfffffc00 >> 7 ) & 10'b1111111111 )&counter;
				end
				s8 : begin
					wa = 1'b0;
					wb = 1'b1;
					read_mem = 1'b1;
					fft_done = 1'b0;
					ADDR1 = ((a1<<8)|(a1>>3));
					ADDR2 = ((a2<<8)|(a2>>3));
					c = 1'b1;
					ADDR_T =  ( ( 32'hfffffc00 >> 8 ) & 10'b1111111111 ) & counter;
				end
				s9 : begin
					wa = 1'b0;
					wb = 1'b1;
					read_mem = 1'b1;
					fft_done = 1'b0;
					ADDR1 = ((a1<<9)|(a1>>2));
					ADDR2 = ((a2<<9)|(a2>>2));
					c = 1'b1;
					ADDR_T =  ( ( 32'hfffffc00 >> 9 ) & 10'b1111111111 )&counter;
				end
				s10 : begin
					wa = 1'b0;
					wb = 1'b1;
					read_mem = 1'b1;
					fft_done = 1'b0;
					ADDR1 = ((a1<<10)|(a1>>1));
					ADDR2 = ((a2<<10)|(a2>>1));
					c = 1'b1;
					ADDR_T =  ( ( 32'hfffffc00 >> 10 ) & 10'b1111111111 )&counter;
				end
				s11 : begin
					wa = 1'b0;
					wb = 1'b1;
					read_mem = 1'b1;
					fft_done = 1'b0;
					ADDR1 = ((a1<<11)|(a1));
					ADDR2 = ((a2<<11)|(a2));
					c = 1'b1;
					ADDR_T =  ( ( 32'hfffffc00 >> 11 ) & 10'b1111111111 )&counter;
				end
				play : begin
					wa = 1'b1;
					wb = 1'b0;
					read_mem = 1'b1;
					fft_done = 1'b1;
					ADDR1 = sample;
					ADDR2 = 12'b0;
					c = 1'b0;
					ADDR_T = 1'b0;
				end
				default begin 
					wa = 1'b0;
					wb = 1'b0;
					read_mem = 1'b0;
					fft_done = 1'b0;
					ADDR1 = 12'b0;
					ADDR2 = 12'b0;
					c = 1'b0;
					ADDR_T = 1'b0;
				end
			endcase
		end	
endmodule
module times_2(input logic [11:0] data, output logic [11:0] data2);
	always_comb begin
	data2[11:1] = data[10:0];
	data2[0] = 1'b0;
	end
endmodule
[./config.mk]
export PLATFORM = sky130hd
export DESIGN_NAME = AGU
export DESIGN_NICKNAME = AGU
export VERILOG_FILES = /design/flow/design.v
export SDC_FILE = /design/flow/constraint.sdc
export NUM_CORES = 4
export LEC_CHECK = 1
export CORE_UTILIZATION = 30
export SYNTH_HDL_FRONTEND = slang
[./run.sh]
#!/bin/bash
# OpenROAD 26Q1-2900-gdf79404cd8, Yosys 0.63+post, stock flow scripts
make -C /OpenROAD-flow-scripts/flow DESIGN_CONFIG=/design/flow/config.mk WORK_HOME=/design/flow/orfs finish
==> impl_metrics.json <==
{
  "power_density_mw_per_mm2": 281,
  "grt_max_degree": 20,
  "combPwrFrac_pct": 9.0,
  "dieArea_mm2": 0.00888,
  "die_h_um": 94.2,
  "first_pass_iters": 6,
  "crit_required_ns": 2.72,
  "clkPwrFrac_pct": 42.8,
  "core_mm2": 0.00822,
  "cts.sinks": 35,
  "whs_path_depth": 1,
  "fillers": 824,
  "clockBufferDepth": 2,
  "hold_buffers": 0,
  "cp_num_cells": 4,
  "cp_slowest_stage_delay_ns": 0.55,
  "yosysWarnings": 0,
  "largest_area_cell": "dfxtp_1",
  "mi_logic_area_mm2": 0.00161,
  "synthArstFlopShare_pct": 0,
  "seqCellArea_um2": 701,
  "setup_tns_ns": 0,
  "warning_count": 33,
  "numCtsBuffers": 5,
  "finalSetupViolations": 0,
  "grt_pass1_vias": 2347,
  "io_pins": 63,
  "drv_slew": 0,
  "crit_type": "register to output pin",
  "rsz0062_at_grt": "false",
  "vias": 2484,
  "totalWireLength_um": 7750,
  "post_cts_buffers": 0,
  "post-route-drc-count": 0,
  "worstPathMaxFanout": 9,
  "grt_pass1_wl_um": 12600,
  "postPlaceCellArea_mm2": 0.00300,
  "worst_slack_ns": 0.414,
  "gr-total-overflow": 0,
  "cts_resized": 0,
  "crit_chain": "or2_1 -> a222oi_1 -> nand3_1 -> clkdlybuf4s50_1",
  "synthCells": 295,
  "place_congestion": 0.819,
  "insertion_delay_ns": 0.29,
  "track_usage_pct": 18.4,
  "period_used_pct": 87.8,
  "status": "finished, final reports clean",
  "htree_levels": 2,
  "max_freq_mhz": 335,
  "topCellsByArea": "dfxtp_1 27%, a22oi_1 7.4%, a22o_1 5.5%",
  "place_ws_ns": 0.774,
  "synth-edff-count": 0,
  "seq_power_share_pct": 48.1,
  "critPathSlowestCell": "a222oi_1",
  "syn_area_per_cell_um2": 8.65,
  "initial_utilization_pct": 31.0,
  "max_cap_viol_count": 0,
  "antenna_cells": 0,
  "layout_min_cycle_time_ns": 2.99,
  "drive_above_1_share_pct": 6.03,
  "area_growth_pct": 22.0,
  "synth_area_mm2": 0.00255,
  "io_buffers": 53,
  "lay_top_count": "clkdlybuf4s50_1",
  "hpwl_um": 4870,
  "p_leak_nw": 1.05,
  "lay_top_cells": "53 x clkdlybuf4s50_1, 35 x dfxtp_1, 25 x a22oi_1",
  "worst_pin_slew_ns": 0.855,
  "stdcell_area_mm2": 0.00311,
  "antenna_found_initial": 0,
  "top_cell_area_share_pct": 27.5,
  "ant_nets": 0,
  "via_per_inst": 5.91,
  "switchingPower_mw": 0.186,
  "hold_violations": 0,
  "die_x_um": 94.2,
  "synth_seq_share_pct": 27.5,
  "crit_family": "simple AND/OR/NAND/NOR gates",
  "ys_types": 52,
  "ys.flop_type": "dfxtp_1",
  "r2r_setup_slack_ns": 1.23,
  "worstRegToRegCells": 5,
  "crit_path_start_kind": "register",
  "ir_drop_mv": 0.158,
  "clockRootBuffer": "clkbuf_8",
  "critPathCaptureType": "output pin",
  "row_count": 33,
  "wl_per_cell_um": 18.5,
  "ys_ff": 35,
  "p_int_mw": 0.688,
  "hold_class": "register to register",
  "drt_first_iter_violations": 278,
  "cts_tree": "yes",
  "ys_cells": 295,
  "synth_chip_area_mm2": 0.00255,
  "arrival_ns": 2.31,
  "relSlewSlack_pct": 43.0,
  "netSwitchingFraction_pct": 21.3,
  "clk_pin_slew_ns": 0.08,
  "cp_num_buf_inv": 1,
  "clock_skew_ns": 0.00635
}
==> layer usage <==
metal  part of all wire (%)  track usage (%)
met4                    1.5             3.33
met2                     40             26.0
met5                      0                0
met3                    8.8             2.63
met1                     50             29.9
==> registers in the layout, summed over array words and instances (netlist names) <==
signal / flops
lil_state: 6
state: 17
counter: 12
==> cells by family (layout without fill, tap and decap cells) <==
logic type                 count (synthesis)  after routing  share of synthesized area, %
AOI/OAI and AO/OA                         97             97                          33.3
other                                      1              1                         0.147
xor gates and xnor gates                   3              3                          1.03
and+or+nand+nor                          100            100                          23.8
adders and majority gates                  2              2                         0.981
DFF                                       35             35                          27.5
muxes                                     10             10                          3.92
buffers and inverters                     47             67                          9.42
==> path summary, 6_finish.rpt <==
| kind | start | endpoint |
|---|---|---|
| worst min register to register | state[5] | state[13] |
| worst max-delay path | state[16] | ADDR1[3] |
| worst max register to register | counter[0] | counter[10] |
| worst min-delay path | state[5] | state[13] |
==> power groups by stage <==
| stage | Sequential (mW) | Combinational [mW] | Clock [mW] |
|---|---|---|---|
| after CTS | 0.420 | 0.0797 | 0.381 |
| after global routing | 0.421 | 0.0877 | 0.401 |
| final | 0.421 | 0.0791 | 0.375 |
==> synth_stat cells (3+ instances only) <==
cell       count
nor3_1         3
o21a_1         4
and2_1         3
a21boi_0       5
nand4_1        4
a22o_1        16
and4_1         3
nand2_1        5
inv_1          5
a222oi_1      12
and3_1         3
nand3b_1       4
nor2_1        14
dfxtp_1       35
clkbuf_1      22
a22oi_1       25
a221oi_1       3
mux2i_1       10
buf_2         11
or4_1          3
o21ai_0        6
a21oi_1       10
nand2b_1      12
a2111oi_4      5
nor3b_1        3
nand3_1       24
nor2b_1        6
or3_1          5
buf_4          5
o31ai_1        3
==> metrics by stage <==
stage	cells	hold WS, ns	utilization, %	power [mW]
floorplan	295	0.411	-	0.452
global placement	412	0.417	36.5	0.509
detailed placement	412	0.428	36.5	0.509
CTS	420	0.446	37.9	0.881
global route	420	0.464	37.9	0.910
finish	420	0.442	37.9	0.874
==> cell type report <==
cell class	count	share of cell area [%]
Clock inverter	3	1.41
Sequential cell	35	22.5
Inverter	5	0.603
Timing Repair Buffer	54	17.3
Clock buffer	5	2.21
Multi-Input combinational cell	213	51.7
Tap cell	105	4.22
Power and IR drop assume default switching activity.
