==> flow/design.v <==
module BFU (input logic [31:0] DINA,
				input logic [31:0] DINB,
				input logic [31:0] twiddle,
				output logic [31:0] DOUTA,
				output logic [31:0] DOUTB);
				logic [15:0] realA,realB,realt,imA,imb,imt;
				logic [31:0] r0,r1,r2,r3,r4,r5,r6,r7,r8,r9,r10,r11,r12,r13,r14,r15,BR,BI;
				logic [31:0] i0,i1,i2,i3,i4,i5,i6,i7,i8,i9,i10,i11,i12,i13,i14,i15, c;
				and_bit u0 (.word(realB),.bi(realt[0]),.next(r0[14:0]));
				and_bit u1 (.word(realB),.bi(realt[1]),.next(r1[15:1]));
				and_bit u2 (.word(realB),.bi(realt[2]),.next(r2[16:2]));
				and_bit u3 (.word(realB),.bi(realt[3]),.next(r3[17:3]));
				and_bit u4 (.word(realB),.bi(realt[4]),.next(r4[18:4]));
				and_bit u5 (.word(realB),.bi(realt[5]),.next(r5[19:5]));
				and_bit u6 (.word(realB),.bi(realt[6]),.next(r6[20:6]));
				and_bit u7 (.word(realB),.bi(realt[7]),.next(r7[21:7]));
				and_bit u8 (.word(realB),.bi(realt[8]),.next(r8[22:8]));
				and_bit u9 (.word(realB),.bi(realt[9]),.next(r9[23:9]));
				and_bit u10 (.word(realB),.bi(realt[10]),.next(r10[24:10]));
				and_bit u11 (.word(realB),.bi(realt[11]),.next(r11[25:11]));
				and_bit u12 (.word(realB),.bi(realt[12]),.next(r12[26:12]));
				and_bit u13 (.word(realB),.bi(realt[13]),.next(r13[27:13]));
				and_bit u14 (.word(realB),.bi(realt[14]),.next(r14[28:14]));
				and_bit u15 (.word(realB),.bi(realt[15]),.next(r15[29:15]));
				and_bit u16 (.word(imb),.bi(imt[0]),.next(i0[14:0]));
				and_bit u17 (.word(imb),.bi(imt[1]),.next(i1[15:1]));
				and_bit u18 (.word(imb),.bi(imt[2]),.next(i2[16:2]));
				and_bit u19 (.word(imb),.bi(imt[3]),.next(i3[17:3]));
				and_bit u20 (.word(imb),.bi(imt[4]),.next(i4[18:4]));
				and_bit u21 (.word(imb),.bi(imt[5]),.next(i5[19:5]));
				and_bit u22 (.word(imb),.bi(imt[6]),.next(i6[20:6]));
				and_bit u23 (.word(imb),.bi(imt[7]),.next(i7[21:7]));
				and_bit u24 (.word(imb),.bi(imt[8]),.next(i8[22:8]));
				and_bit u25 (.word(imb),.bi(imt[9]),.next(i9[23:9]));
				and_bit u26 (.word(imb),.bi(imt[10]),.next(i10[24:10]));
				and_bit u27 (.word(imb),.bi(imt[11]),.next(i11[25:11]));
				and_bit u28 (.word(imb),.bi(imt[12]),.next(i12[26:12]));
				and_bit u29 (.word(imb),.bi(imt[13]),.next(i13[27:13]));
				and_bit u30 (.word(imb),.bi(imt[14]),.next(i14[28:14]));
				and_bit u31 (.word(imb),.bi(imt[15]),.next(i15[29:15]));
				addf a0 (.A(DINA[31:16]),.B(BR[31:16]),.c(DOUTA[31:16]));
				addf a1 (.A(BI[31:16]),.B(DINA[15:0]),.c(DOUTA[15:0]));
				addf a2 (.A(DINA[31:16]),.B(c[31:16]),.c(DOUTB[31:16]));
				addf a3 (.A(DINA[15:0]),.B(c[15:0]),.c(DOUTB[15:0]));
				always_comb begin
					realB = DINB[31:16];
					realt = twiddle[31:16];
					imb = DINB[15:0];
					imt = twiddle[15:0];
					r0[31:15] = 17'b0;
					r1[31:16] = 16'b0;
					r1[0] = 1'b0;
					r2[31:17] = 15'b0;
					r2[1:0] = 2'b0;
					r3[31:18] = 14'b0;
					r3[2:0] = 3'b0;
					r4[31:19] = 13'b0;
					r4[3:0] = 4'b0;
					r5[31:20] = 12'b0;
					r5[4:0] = 5'b0;
					r6[31:21] = 11'b0;
					r6[5:0] = 6'b0;
					r7[31:22] = 10'b0;
					r7[6:0] = 7'b0;
					r8[31:23] = 9'b0;
					r8[7:0] = 8'b0;
					r9[31:24] = 8'b0;
					r9[8:0] = 9'b0;
					r10[31:25] = 7'b0;
					r10[9:0] = 10'b0;
					r11[31:26] = 6'b0;
					r11[10:0] = 11'b0;
					r12[31:27] = 5'b0;
					r12[11:0] = 12'b0;
					r13[31:28] = 4'b0;
					r13[12:0] = 13'b0;
					r14[31:29] = 3'b0;
					r14[13:0] = 14'b0;
					r15[31:30] = 2'b0;
					r15[14:0] = 15'b0;
					i0[31:15] = 17'b0;
					i1[31:16] = 16'b0;
					i1[0] = 1'b0;
					i2[31:17] = 15'b0;
					i2[1:0] = 2'b0;
					i3[31:18] = 14'b0;
					i3[2:0] = 3'b0;
					i4[31:19] = 13'b0;
					i4[3:0] = 4'b0;
					i5[31:20] = 12'b0;
					i5[4:0] = 5'b0;
					i6[31:21] = 11'b0;
					i6[5:0] = 6'b0;
					i7[31:22] = 10'b0;
					i7[6:0] = 7'b0;
					i8[31:23] = 9'b0;
					i8[7:0] = 8'b0;
					i9[31:24] = 8'b0;
					i9[8:0] = 9'b0;
					i10[31:25] = 7'b0;
					i10[9:0] = 10'b0;
					i11[31:26] = 6'b0;
					i11[10:0] = 11'b0;
					i12[31:27] = 5'b0;
					i12[11:0] = 12'b0;
					i13[31:28] = 4'b0;
					i13[12:0] = 13'b0;
					i14[31:29] = 3'b0;
					i14[13:0] = 14'b0;
					i15[31:30] = 2'b0;
					i15[14:0] = 15'b0;
					BR[30:0] = (r0+r1+r2+r3+r4+r5+r6+r7+r8+r9+r10+r11+r12+r13+r14+r15);
					BI[30:0] = (i0+i1+i2+i3+i4+i5+i6+i7+i8+i9+i10+i11+i12+i13+i14+i15);
					BR[31] = realB[15]^realt[15];
					BI[31] = imb[15]^imt[15];
					c[30:16] = BR[30:16];
					c[31] = ~BR[31];
					c[14:0] = BI[30:16];
					c[15] = ~BI[31];
				end
endmodule
module and_bit(input logic [15:0] word, input logic bi, output logic [15:0] next); 
				always_comb begin
					next[0] = word[0] & bi;
					next[1] = word[1] & bi;
					next[2] = word[2] & bi;
					next[3] = word[3] & bi;
					next[4] = word[4] & bi;
					next[5] = word[5] & bi;
					next[6] = word[6] & bi;
					next[7] = word[7] & bi;
					next[8] = word[8] & bi;
					next[9] = word[9] & bi;
					next[10] = word[10] & bi;
					next[11] = word[11] & bi;
					next[12] = word[12] & bi;
					next[13] = word[13] & bi;
					next[14] = word[14] & bi;
					next[15] = word[15] & bi;
				end
endmodule 
module addf (input logic [15:0] A, input logic [15:0] B, output logic [15:0] c);
	logic [15:0] temp,tempa,tempb;
		always_comb begin
			if(A[15] == 1'b0)
				tempa = A;
			else 
				tempa = ~A + 1'b1;
			if(B[15] == 1'b0)
				tempb = B;
			else
				tempb = ~B + 1'b1;
			temp = tempa + tempb;
			if ( (A[15] == 1'b0) & (B[15] == 1'b0) & (temp[15] == 1'b1) )
				c = 16'h7fff;
			else if ( (A[15] == 1'b1) & (B[15] == 1'b1) & (temp[15] == 1'b0) )
				c = 16'h8001;
			else if ( (temp[15] == 1'b1) & ((A[15] == 1'b1) ^ (B[15] == 1'b1)) ) begin
				c[15] = 1'b1;
				c[14:0] = ~temp[14:0] + 1'b1;
			end
			else
				c = temp;
			end
endmodule 
==> flow/run.sh <==
#!/bin/bash
# OpenROAD 26Q1-2900-gdf79404cd8, Yosys 0.63+post, stock flow scripts
make -C /OpenROAD-flow-scripts/flow DESIGN_CONFIG=/design/flow/config.mk WORK_HOME=/design/flow/orfs finish
==> flow/config.mk <==
export PLATFORM = sky130hd
export DESIGN_NAME = BFU
export DESIGN_NICKNAME = BFU
export VERILOG_FILES = /design/flow/design.v
export SDC_FILE = /design/flow/constraint.sdc
export NUM_CORES = 4
export LEC_CHECK = 1
export CORE_UTILIZATION = 30
export SYNTH_HDL_FRONTEND = slang
==> flow/constraint.sdc <==
current_design BFU

set clk_period 19.7
set clk_io_pct 0.2

create_clock -name clk0 -period $clk_period

set non_clock_inputs [all_inputs -no_clocks]
set_input_delay [expr $clk_period * $clk_io_pct] -clock clk0 $non_clock_inputs
set_output_delay [expr $clk_period * $clk_io_pct] -clock clk0 [all_outputs]
==> impl_metrics.yaml <==
# flow metrics
yosys:
  netlist.area_leader.share: 0.340
  yosys_cells: 2673
  synth_area_um2: 21800
  common_cells: "371 x inv_1, 370 x fa_1, 344 x nand2_1"
  yosys_warnings: 0
  avgSynthCellArea_um2: 8.14
  yosysMostFrequentCell: "inv_1"
  topCellsByArea: "fa_1 34%, ha_1 14%, and2_1 7.1%"
  ys_types: 88
  ys_area_um2: 21800
  synth_seq_share: 0
  syn_inst: 2673
  top_area_cell: "fa_1"
finish:
  final-comb-area_um2: 19900
  flop_area_um2: 0
  fillers: 7467
  clock_buffers: 0
  final_util: 0.339
  syn2layout_area_growth_pct: 11.4
  final_cells: 3693
  seq_cell_count: 0
  layout-drive-gt1-share: 0.0248
worst_setup_path:
  cp-start-kind: "primary input"
  crit_top_cell: "fa_1"
  cp-end-kind: "primary output"
  critical_path.max_stage_delay_ns: 0.76
  cp.arrival_ns: 14.86
  crit_type: "in -> out"
  required_ns: 15.76
  cpMaxStageDelayCell: "clkdlybuf4s50_1"
  cp_max_fo: 16
final_timing:
  fmax_ghz: 0.0532
  tns_ns: 0
  period_used_share: 0.954
  hold_slack_ns: 9.20
  rsz0062_at_grt: "false"
  layout_setup_ws_ns: 0.903
  hold_viol: 0
  drv_slew: 0
  min_period_ns: 18.80
  maxSlewHeadroom: 0.434
  setup_violations: 0
  worstMarginPinSlew_ns: 0.844
routing:
  drt_first_pass_iters: 5
  insertedDiodeCount: 0
  drc: 0
  wl_per_cell_um: 15.1
  drt.antenna.violating_nets: 0
  vias: 18306
  drt_wl_total_um: 55800
  drt_iter0_markers: 842
  via_per_inst: 4.96
grt:
  grt.total_usage: 0.161
  grt_pass1_vias: 18147
  overflow: 0
  antenna_found_initial: 0
  grt_pass1_wl_um: 94700
  grt_start_max_net_pins: 35
worst_hold_path:
  whs_path_depth: 4
  hp-class: "in -> out"
placed_design:
  pre_cts_ws_ns: 0.960
  portBuffers: 160
  dp.cells: 3693
  gp_congestion: 0.905
  dpl.hpwl_um: 46700
job:
  warning_count: 38
  maxCapViolations: 0
floorplan:
  fp_util: 0.304
  core_um2: 71600
  fp.dieH_um: 271
  dieArea_um2: 73600
  rows: 98
  pin_count: 160
  die_x_um: 271
clock_tree:
  cts_setup_buffers: 0
  hold_buffers: 0
  post_cts_resized: 0
run_status:
  status: "completed"
-- logic make-up after synthesis --
kind of cell / count (synthesis) / share of synthesized area
buffers and inverters: 480 / 0.0845
xor gates and xnor gates: 160 / 0.0657
muxes: 24 / 0.0119
and+or+nand+nor: 956 / 0.224
adders and majority gates: 610 / 0.478
AOI/OAI and AO/OA: 443 / 0.136
-- layout make-up --
cell class	instances	area share
Inverter	373	0.0577
Multi-Input combinational cell	2193	0.822
Tap cell	950	0.0490
Timing Repair Buffer	177	0.0713
-- routing by layer --
layer,part of all wire,global-route usage,up-vias
li1,-,-,8939
met1,0.49,0.260,8804
met2,0.42,0.233,509
met3,0.070,0.0336,54
met4,0.016,0.0200,0
met5,0,0,-
-- final timing paths --
check                     from         to  slack (ns)
worst min-delay path  DINA[16]  DOUTA[16]        9.20
worst max-delay path  DINB[25]  DOUTA[17]        0.90
-- placed cells by master (no fill, tap or decap), drive strengths merged, types with 17 or more instances in the layout --
cell type      instances
o31ai                 18
fa                   370
and3                  20
o21a                  23
inv                  371
ha                   240
nor3                  52
nand2b                17
a21o                  29
xor2                  47
a21oi                118
nand4                 20
a211oi                32
buf                   17
o21ai                 87
xnor2                112
nand2                344
and2                 248
clkdlybuf4s50        160
or3                   22
nor2                 119
nand3                 43
-- stage by stage --
step	area, um^2
2_1_floorplan	21800
3_3_place_gp	24200
3_5_place_dp	24200
4_1_cts	24200
5_1_grt	24200
6_report	24200
-- worst max-delay path: cells and delay by family --
family | cells | cell delay (ns)
compound gates | 7 | 1.71
xor+xnor | 3 | 0.93
mux | 1 | 0.26
buf+inv | 5 | 1.66
fa+ha+maj | 9 | 4.21
simple gates | 9 | 2.13
